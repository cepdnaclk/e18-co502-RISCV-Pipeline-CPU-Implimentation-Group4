===== flow/design.v =====
`timescale  1ns/100ps
module mux_5x1_32bit(IN0, IN1, IN2, IN3, IN4, OUT, SELECT);
    input [31:0] IN0, IN1, IN2, IN3, IN4;
    input [2:0] SELECT;
    output reg [31:0] OUT;
    always @ (*) begin
        case (SELECT)
			3'b100: OUT = IN4;
            3'b011: OUT = IN3;
            3'b010: OUT = IN2;
            3'b001: OUT = IN1;
            default: OUT = IN0;
        endcase
    end
endmodule

===== flow/constraint.sdc =====
current_design mux_5x1_32bit

set clk_period 4.7
set clk_io_pct 0.2

create_clock -name clk0 -period $clk_period

set non_clock_inputs [all_inputs -no_clocks]
set_input_delay [expr $clk_period * $clk_io_pct] -clock clk0 $non_clock_inputs
set_output_delay [expr $clk_period * $clk_io_pct] -clock clk0 [all_outputs]

===== flow/run.sh =====
#!/bin/bash
# OpenROAD 26Q1-2900-gdf79404cd8, Yosys 0.63+post, stock flow scripts
make -C /OpenROAD-flow-scripts/flow DESIGN_CONFIG=/design/flow/config.mk WORK_HOME=/design/flow/orfs finish

===== flow/config.mk =====
export PLATFORM = sky130hd
export DESIGN_NAME = mux_5x1_32bit
export DESIGN_NICKNAME = mux_5x1_32bit
export VERILOG_FILES = /design/flow/design.v
export SDC_FILE = /design/flow/constraint.sdc
export NUM_CORES = 4
export LEC_CHECK = 1
export CORE_AREA = 10 10 90 90
export DIE_AREA = 0 0 100 100

==> reports/qor.txt <==
Run status: complete, no violations
Remaining antenna violation count: 0
Global route overflow: 0
Layout cell share with drive strength beyond 1: 3.008%
Final Setup Violations: 0
Clock network fraction of total power: 0%
WS Path Type: input pin to primary output
Vias/cell: 5.328
Setup crit end kind: primary output
Hold path start: IN0[23]
Flop count: 0
IO Pins: 195
Crit path from: SELECT[2]
Synthesis-to-layout area growth: 119.6%
Setup TNS: 0 ns
Net Sw Power: 0.1042 mW
Dpl ws: 0.5691 ns
Most used logic cell in the final layout: clkdlybuf4s50_1
Highest net fanout along the worst path: 32
Die W: 100 um
Gpl congestion: 0.7910
Pwr/cell area: 97.62 nW/um^2
Fin crit share: 88.12%
Vias in the first global route: 2,610
Worst Hold Class: input pin to primary output
Sw Share: 30.52%
Syn Inst Count: 232
RSZ-0062 raised after global routing: false
DRC errors left: 0
Post-synthesis chip area from yosys: 1593 um^2
WHS Path Cells: 3
Detailed Place HPWL: 7.787 mm
Max Cap Violations: 0
Critical path data arrival time: 3.20 ns
Input/output buffers: 195
Max Freq: 241.5 MHz
Die Ht: 100 um
CTS hold repair buffers: 0
# clk buffers: 0
First-pass GRT wire length: 14.46 mm
Fin crit period: 4.142 ns
Starting DRT DRC Count: 118
CP Launch Type: input pin
Initial antenna violation count: 0
Core Util at FP: 25.37%
Worst slew pin tran: 0.8578 ns
Die Footprint: 10,000 um^2
Seq/Total Area, Yosys: 0%
Post-Syn Area per Cell: 6.865 um^2
Final WS setup: 0.5584 ns
DR vias: 2,536
Seq pwr share: 0%
Wire per inst: 20.72 um
Number of antenna diodes: 0
Final Hold Viols: 0
TritonRoute pass-1 iters: 4
Worst Hold End: OUT[23]
Post-CTS resize count: 0
Tool warnings: 33
Post-CTS Setup Inserts: 0
Commonest non-fill, non-tap cells in the layout: clkdlybuf4s50_1 (193), nand3b_1 (64)
Final Max Slew Viols: 0
Largest net degree at the start of global routing: 83
FP Rows: 29
Global Route Usage Sum: 17.82%
Register Area: 0 um^2
Distinct lib cells: 14
Crit path DRT: 3.76 ns
Leakage: 1.208 nW
Fill cells: 582
Yosys Instances: 232
Synthesized area: 1593 um^2
Core Box Area: 6277 um^2
Worst slew margin: 42.82%
Cell-internal power: 0.2373 mW
Peak supply drop: 0.05528 mV
Synth warn: 1
Comb pwr share: 100.0%
Routed wire length: 9.862 mm
## metrics by stage
stage | cells | util (%) | power, mW | instance area [um^2] | hold slack (ns)
after floorplan | 232 | - | 0.1186 | 1593 | 1.950
after global placement | 476 | 55.73 | 0.3421 | 3498 | 2.835
after detailed placement | 476 | 55.73 | 0.3430 | 3498 | 2.827
after CTS | 476 | 55.73 | 0.3449 | 3498 | 2.835
after global routing | 476 | 55.73 | 0.3681 | 3498 | 2.889
final | 476 | 55.73 | 0.3415 | 3498 | 2.829
## layer usage
| metal | wire (um) | global-route usage [%] | vias to the layer above |
|---|---|---|---|
| met5 | 0 | 0 | - |
| met4 | 51 | 0.6522 | 0 |
| met3 | 1178 | 8.397 | 6 |
| met2 | 4777 | 31.06 | 130 |
| met1 | 3855 | 20.41 | 1147 |
| li1 | - | - | 1253 |
## critical path, cell delays in order
cell and delay [ns]:
clkdlybuf4s50_1 0.43, buf_4 0.20, o21ba_2 0.81, a2bb2oi_1 0.17, o22a_1 0.21, clkdlybuf4s50_1 0.42
## cells in the mapped netlist, drive strengths merged
cell type / count / area [um^2]
a2bb2oi: 32 / 280.3
nand3: 32 / 160.2
nor2: 1 / 3.750
or3b: 1 / 8.760
xnor2: 1 / 8.760
clkbuf: 16 / 60.06
nand3b: 64 / 480.5
o21ba: 1 / 10.01
buf: 20 / 140.1
o22a: 32 / 280.3
a21oi: 32 / 160.2
## power by group through the flow
stage | clock (mW) | sequential [mW] | combinational (mW)
after CTS | 0 | 0 | 0.345
after global routing | 0 | 0 | 0.368
final | 0 | 0 | 0.342
## worst max-delay path by stage
| stage | slack [ns] | to | depth (start not counted) |
|---|---|---|---|
| after CTS | 0.57 | OUT[5] | 6 |
| after global routing | 0.39 | OUT[5] | 6 |
| final | 0.56 | OUT[22] | 6 |
## cells by family after synthesis
group                     Yosys count  share of synthesized area [%]
and+or+nand+nor                    98                          41.01
AOI/OAI and AO/OA                  97                          45.88
buffers and inverters              36                          12.57
xor gates and xnor gates            1                         0.5500
## area by class of cell
cell class	instances	area (um^2)	share of cell area, %
tap	77	96.34	2.754
multi-input combinational	196	1400	40.02
timing repair buffer	203	2002	57.22
Power is estimated from default activity; no workload was simulated.
